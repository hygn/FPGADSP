==> /design/flow/design.v <==
module lut ( input clk, input[7:0] lookup, output[7:0] sine);
reg [7:0] sin;
always @(posedge clk)begin
    case (lookup)
        8'd0: sin <= 8'd127;
        8'd1: sin <= 8'd130;
        8'd2: sin <= 8'd133;
        8'd3: sin <= 8'd136;
        8'd4: sin <= 8'd139;
        8'd5: sin <= 8'd143;
        8'd6: sin <= 8'd146;
        8'd7: sin <= 8'd149;
        8'd8: sin <= 8'd152;
        8'd9: sin <= 8'd155;
        8'd10: sin <= 8'd158;
        8'd11: sin <= 8'd161;
        8'd12: sin <= 8'd164;
        8'd13: sin <= 8'd167;
        8'd14: sin <= 8'd170;
        8'd15: sin <= 8'd173;
        8'd16: sin <= 8'd176;
        8'd17: sin <= 8'd178;
        8'd18: sin <= 8'd181;
        8'd19: sin <= 8'd184;
        8'd20: sin <= 8'd187;
        8'd21: sin <= 8'd190;
        8'd22: sin <= 8'd192;
        8'd23: sin <= 8'd195;
        8'd24: sin <= 8'd198;
        8'd25: sin <= 8'd200;
        8'd26: sin <= 8'd203;
        8'd27: sin <= 8'd205;
        8'd28: sin <= 8'd208;
        8'd29: sin <= 8'd210;
        8'd30: sin <= 8'd212;
        8'd31: sin <= 8'd215;
        8'd32: sin <= 8'd217;
        8'd33: sin <= 8'd219;
        8'd34: sin <= 8'd221;
        8'd35: sin <= 8'd223;
        8'd36: sin <= 8'd225;
        8'd37: sin <= 8'd227;
        8'd38: sin <= 8'd229;
        8'd39: sin <= 8'd231;
        8'd40: sin <= 8'd233;
        8'd41: sin <= 8'd234;
        8'd42: sin <= 8'd236;
        8'd43: sin <= 8'd238;
        8'd44: sin <= 8'd239;
        8'd45: sin <= 8'd240;
        8'd46: sin <= 8'd242;
        8'd47: sin <= 8'd243;
        8'd48: sin <= 8'd244;
        8'd49: sin <= 8'd245;
        8'd50: sin <= 8'd247;
        8'd51: sin <= 8'd248;
        8'd52: sin <= 8'd249;
        8'd53: sin <= 8'd249;
        8'd54: sin <= 8'd250;
        8'd55: sin <= 8'd251;
        8'd56: sin <= 8'd252;
        8'd57: sin <= 8'd252;
        8'd58: sin <= 8'd253;
        8'd59: sin <= 8'd253;
        8'd60: sin <= 8'd253;
        8'd61: sin <= 8'd254;
        8'd62: sin <= 8'd254;
        8'd63: sin <= 8'd254;
        8'd64: sin <= 8'd254;
        8'd65: sin <= 8'd254;
        8'd66: sin <= 8'd254;
        8'd67: sin <= 8'd254;
        8'd68: sin <= 8'd253;
        8'd69: sin <= 8'd253;
        8'd70: sin <= 8'd253;
        8'd71: sin <= 8'd252;
        8'd72: sin <= 8'd252;
        8'd73: sin <= 8'd251;
        8'd74: sin <= 8'd250;
        8'd75: sin <= 8'd249;
        8'd76: sin <= 8'd249;
        8'd77: sin <= 8'd248;
        8'd78: sin <= 8'd247;
        8'd79: sin <= 8'd245;
        8'd80: sin <= 8'd244;
        8'd81: sin <= 8'd243;
        8'd82: sin <= 8'd242;
        8'd83: sin <= 8'd240;
        8'd84: sin <= 8'd239;
        8'd85: sin <= 8'd238;
        8'd86: sin <= 8'd236;
        8'd87: sin <= 8'd234;
        8'd88: sin <= 8'd233;
        8'd89: sin <= 8'd231;
        8'd90: sin <= 8'd229;
        8'd91: sin <= 8'd227;
        8'd92: sin <= 8'd225;
        8'd93: sin <= 8'd223;
        8'd94: sin <= 8'd221;
        8'd95: sin <= 8'd219;
        8'd96: sin <= 8'd217;
        8'd97: sin <= 8'd215;
        8'd98: sin <= 8'd212;
        8'd99: sin <= 8'd210;
        8'd100: sin <= 8'd208;
        8'd101: sin <= 8'd205;
        8'd102: sin <= 8'd203;
        8'd103: sin <= 8'd200;
        8'd104: sin <= 8'd198;
        8'd105: sin <= 8'd195;
        8'd106: sin <= 8'd192;
        8'd107: sin <= 8'd190;
        8'd108: sin <= 8'd187;
        8'd109: sin <= 8'd184;
        8'd110: sin <= 8'd181;
        8'd111: sin <= 8'd178;
        8'd112: sin <= 8'd176;
        8'd113: sin <= 8'd173;
        8'd114: sin <= 8'd170;
        8'd115: sin <= 8'd167;
        8'd116: sin <= 8'd164;
        8'd117: sin <= 8'd161;
        8'd118: sin <= 8'd158;
        8'd119: sin <= 8'd155;
        8'd120: sin <= 8'd152;
        8'd121: sin <= 8'd149;
        8'd122: sin <= 8'd146;
        8'd123: sin <= 8'd143;
        8'd124: sin <= 8'd139;
        8'd125: sin <= 8'd136;
        8'd126: sin <= 8'd133;
        8'd127: sin <= 8'd130;
        8'd128: sin <= 8'd127;
        8'd129: sin <= 8'd124;
        8'd130: sin <= 8'd121;
        8'd131: sin <= 8'd118;
        8'd132: sin <= 8'd115;
        8'd133: sin <= 8'd111;
        8'd134: sin <= 8'd108;
        8'd135: sin <= 8'd105;
        8'd136: sin <= 8'd102;
        8'd137: sin <= 8'd99;
        8'd138: sin <= 8'd96;
        8'd139: sin <= 8'd93;
        8'd140: sin <= 8'd90;
        8'd141: sin <= 8'd87;
        8'd142: sin <= 8'd84;
        8'd143: sin <= 8'd81;
        8'd144: sin <= 8'd78;
        8'd145: sin <= 8'd76;
        8'd146: sin <= 8'd73;
        8'd147: sin <= 8'd70;
        8'd148: sin <= 8'd67;
        8'd149: sin <= 8'd64;
        8'd150: sin <= 8'd62;
        8'd151: sin <= 8'd59;
        8'd152: sin <= 8'd56;
        8'd153: sin <= 8'd54;
        8'd154: sin <= 8'd51;
        8'd155: sin <= 8'd49;
        8'd156: sin <= 8'd46;
        8'd157: sin <= 8'd44;
        8'd158: sin <= 8'd42;
        8'd159: sin <= 8'd39;
        8'd160: sin <= 8'd37;
        8'd161: sin <= 8'd35;
        8'd162: sin <= 8'd33;
        8'd163: sin <= 8'd31;
        8'd164: sin <= 8'd29;
        8'd165: sin <= 8'd27;
        8'd166: sin <= 8'd25;
        8'd167: sin <= 8'd23;
        8'd168: sin <= 8'd21;
        8'd169: sin <= 8'd20;
        8'd170: sin <= 8'd18;
        8'd171: sin <= 8'd16;
        8'd172: sin <= 8'd15;
        8'd173: sin <= 8'd14;
        8'd174: sin <= 8'd12;
        8'd175: sin <= 8'd11;
        8'd176: sin <= 8'd10;
        8'd177: sin <= 8'd9;
        8'd178: sin <= 8'd7;
        8'd179: sin <= 8'd6;
        8'd180: sin <= 8'd5;
        8'd181: sin <= 8'd5;
        8'd182: sin <= 8'd4;
        8'd183: sin <= 8'd3;
        8'd184: sin <= 8'd2;
        8'd185: sin <= 8'd2;
        8'd186: sin <= 8'd1;
        8'd187: sin <= 8'd1;
        8'd188: sin <= 8'd1;
        8'd189: sin <= 8'd0;
        8'd190: sin <= 8'd0;
        8'd191: sin <= 8'd0;
        8'd192: sin <= 8'd0;
        8'd193: sin <= 8'd0;
        8'd194: sin <= 8'd0;
        8'd195: sin <= 8'd0;
        8'd196: sin <= 8'd1;
        8'd197: sin <= 8'd1;
        8'd198: sin <= 8'd1;
        8'd199: sin <= 8'd2;
        8'd200: sin <= 8'd2;
        8'd201: sin <= 8'd3;
        8'd202: sin <= 8'd4;
        8'd203: sin <= 8'd5;
        8'd204: sin <= 8'd5;
        8'd205: sin <= 8'd6;
        8'd206: sin <= 8'd7;
        8'd207: sin <= 8'd9;
        8'd208: sin <= 8'd10;
        8'd209: sin <= 8'd11;
        8'd210: sin <= 8'd12;
        8'd211: sin <= 8'd14;
        8'd212: sin <= 8'd15;
        8'd213: sin <= 8'd16;
        8'd214: sin <= 8'd18;
        8'd215: sin <= 8'd20;
        8'd216: sin <= 8'd21;
        8'd217: sin <= 8'd23;
        8'd218: sin <= 8'd25;
        8'd219: sin <= 8'd27;
        8'd220: sin <= 8'd29;
        8'd221: sin <= 8'd31;
        8'd222: sin <= 8'd33;
        8'd223: sin <= 8'd35;
        8'd224: sin <= 8'd37;
        8'd225: sin <= 8'd39;
        8'd226: sin <= 8'd42;
        8'd227: sin <= 8'd44;
        8'd228: sin <= 8'd46;
        8'd229: sin <= 8'd49;
        8'd230: sin <= 8'd51;
        8'd231: sin <= 8'd54;
        8'd232: sin <= 8'd56;
        8'd233: sin <= 8'd59;
        8'd234: sin <= 8'd62;
        8'd235: sin <= 8'd64;
        8'd236: sin <= 8'd67;
        8'd237: sin <= 8'd70;
        8'd238: sin <= 8'd73;
        8'd239: sin <= 8'd76;
        8'd240: sin <= 8'd78;
        8'd241: sin <= 8'd81;
        8'd242: sin <= 8'd84;
        8'd243: sin <= 8'd87;
        8'd244: sin <= 8'd90;
        8'd245: sin <= 8'd93;
        8'd246: sin <= 8'd96;
        8'd247: sin <= 8'd99;
        8'd248: sin <= 8'd102;
        8'd249: sin <= 8'd105;
        8'd250: sin <= 8'd108;
        8'd251: sin <= 8'd111;
        8'd252: sin <= 8'd115;
        8'd253: sin <= 8'd118;
        8'd254: sin <= 8'd121;
        8'd255: sin <= 8'd124;
        8'd256: sin <= 8'd127;
    endcase
end
assign sine = sin;
endmodule
module nco (
    input [lutsize:0] Iftw,
    input [7:0] Fftw,
    input clk,
    input en,
    input[lutsize+15:0] offset,
    output[7:0] sine,
);
reg[lutsize+15:0] sinaddr;
reg[lutsize+15:0] ftw;
parameter lutsize = 8;
always @(posedge clk && en) begin
    ftw[lutsize+15:16] <= Iftw;
    ftw[15:0] <= Fftw;
    sinaddr <= sinaddr+ftw;
end
lut u0 (clk,sinaddr[lutsize+7:8],sine);
endmodule
module ncotop(
    input clk,
    output b0,b1,b2,b3,b4,b5,b6,b7,
);
reg[7:0] sine;
nco u1 (8'd10,16'd500,clk,1,24'd0,sine);
assign b0 = sine[0];
assign b1 = sine[1];
assign b2 = sine[2];
assign b3 = sine[3];
assign b4 = sine[4];
assign b5 = sine[5];
assign b6 = sine[6];
assign b7 = sine[7];
endmodule  
==> /design/flow/run.sh <==
#!/bin/bash
# OpenROAD 26Q1-2900-gdf79404cd8, Yosys 0.63+post, stock flow scripts
make -C /OpenROAD-flow-scripts/flow DESIGN_CONFIG=/design/flow/config.mk WORK_HOME=/design/flow/orfs finish
==> /design/flow/config.mk <==
export PLATFORM = sky130hd
export DESIGN_NAME = ncotop
export DESIGN_NICKNAME = ncotop
export VERILOG_FILES = /design/flow/design.v
export SDC_FILE = /design/flow/constraint.sdc
export NUM_CORES = 4
export LEC_CHECK = 1
export CORE_UTILIZATION = 50
==> /design/flow/constraint.sdc <==
current_design ncotop

set clk_period 3.6
set clk_io_pct 0.2

create_clock -name clk0 -period $clk_period [get_ports {clk}]

set non_clock_inputs [all_inputs -no_clocks]
set_input_delay [expr $clk_period * $clk_io_pct] -clock clk0 $non_clock_inputs
set_output_delay [expr $clk_period * $clk_io_pct] -clock clk0 [all_outputs]
==> flow_metrics.tcl <==
# place-and-route summary
set metrics [dict create \
    run_status "finished clean" \
    met1_usage_pct 50.0 \
    detail_route.wl_per_cell_um 20.3 \
    coreArea_mm2 0.00517 \
    met2_usage_pct 45.7 \
    tritoncts "yes" \
    cts.repair.resized 0 \
    floorplan.rows 26 \
    crit_fanout 15 \
    data_arrival_time_at_the_worst_slack_endpoint_ns 2.82 \
    grt_start_max_net_pins 41 \
    rsz0062_at_grt "false" \
    chipArea_mm2 0.00576 \
    timing.critical_path.from_type "register" \
    place_hpwl_um 5680 \
    route.detailed.drc 0 \
    ys_warns 4 \
    pin_count 9 \
    total_tool_warning_count 35 \
    max-slew-margin-rel_pct 51.3 \
    power_density_mw_per_mm2 172 \
    grt_antenna_before_repair 0 \
    worstMarginPinSlew_ns 0.731 \
    area.growth.synth_to_final_pct 3.30 \
    grt_first_pass_wirelength_um 13700 \
    floorplan.core_util_pct 52.8 \
    cp_data_required_time_ns 3.76 \
    tritoncts.num_buffers 3 \
    holdCritStartpoint "u1.sinaddr[2]" \
    power.leakage_nw 0.880 \
    fmax_mhz 376 \
    synthFlopType "sky130_fd_sc_hd__dfxtp_1" \
    routed_via_density 6.75 \
    setup_violations 0 \
    numClockSinks 22 \
    yosysChipArea_mm2 0.00273 \
    synthDominantAreaCellType "sky130_fd_sc_hd__dfxtp_1" \
    drive_gt1_share_pct 9.35 \
    chipWidth_um 75.9 \
    cp-end-kind "register" \
    gr-usage-met3_pct 7.64 \
    r2r_slack_ns 0.94 \
    cts_max_path_buffers 2 \
    io_buffer_count 8 \
    fillerInstances 485 \
    gr-usage-all-layers_pct 32.6 \
    layout_min_cycle_time_ns 2.66 \
    postSynth.asyncResetShare_pct 0 \
    grt-busiest-layer "met1" \
    reg2reg_depth 7 \
    yosys-stat-cells 371 \
    ctsRootBufferMaster "sky130_fd_sc_hd__clkbuf_8" \
    holdWs_ns 0.434 \
    cts.repair_timing.setup_buffer_count 0 \
    synth_area_mm2 0.00273 \
    min_delay_path_depth 1 \
    setup_clock_skew_after_layout_ns 0.00897 \
    critical_path_class "register to register" \
    yosys_register_bits 22 \
    worst_skew_pair.late_latency_ns 0.27 \
    netlist_instances 371 \
    dr.pass1.iters 5 \
    timing.hold.worst_endpoint "u1.sinaddr[2]" \
    vdd_drop_max_uv 185 \
    dr_total_vias 2857 \
    grt_remaining_overflow 0 \
    wirelength_um 8570 \
    min_period_over_period_pct 73.8 \
    drtAntennaViolNets 0 \
    finalHoldViolations 0 \
    type_of_the_worst_min_delay_path "register to register" \
    top_cell_area_share_pct 16.1 \
    synth-edff-count 0 \
    final.setup.tns_ns 0 \
    max_cap_viol_count 0 \
    netlist-cell-type-count 67 \
    clkTransAtPathRegs_ns 0.09 \
    slew_violations 0 \
    drtIter0Drc 351 \
    hold_buffers 0 \
    place.gp.congestion 0.994 \
    post_synth.cell_area_avg_um2 7.36 \
    post_synth_main_area_contributors "sky130_fd_sc_hd__dfxtp_1 16%, sky130_fd_sc_hd__a21oi_1 6.0%, sky130_fd_sc_hd__ha_1 5.5%" \
    reg_to_reg_start "u1.sinaddr[9]" \
    ctsHtreeMaxLevel 1 \
    ys_seq_share_pct 16.1 \
    die_height_um 75.9 \
    antenna_cells 0 \
    reg2reg_to "u1.u0.sin[1]" \
    grt_pass1_vias 2489 \
]
-- cell usage after synthesis (6+ instances only) --
cell type / instances
sky130_fd_sc_hd__nor2b_1: 17
sky130_fd_sc_hd__nor2_1: 14
sky130_fd_sc_hd__nand2_1: 28
sky130_fd_sc_hd__nor3_1: 7
sky130_fd_sc_hd__o311ai_0: 7
sky130_fd_sc_hd__o21ai_0: 28
sky130_fd_sc_hd__a21oi_1: 33
sky130_fd_sc_hd__clkbuf_1: 6
sky130_fd_sc_hd__ha_1: 12
sky130_fd_sc_hd__nand3_1: 8
sky130_fd_sc_hd__a211oi_1: 8
sky130_fd_sc_hd__buf_4: 6
sky130_fd_sc_hd__dfxtp_1: 22
sky130_fd_sc_hd__buf_2: 19
sky130_fd_sc_hd__o211ai_1: 6
sky130_fd_sc_hd__a31oi_1: 13
sky130_fd_sc_hd__xnor2_1: 11
sky130_fd_sc_hd__nand2b_1: 12
sky130_fd_sc_hd__inv_1: 7
-- worst max-delay path by stage --
stage / slack [ns] / endpoint / startpoint / depth (start not counted)
finish: 0.94 / u1.u0.sin[1] / u1.sinaddr[9] / 7
global route: 0.64 / u1.u0.sin[2] / u1.sinaddr[9] / 7
CTS: 0.96 / u1.u0.sin[2] / u1.sinaddr[9] / 7
-- state kept, by name (all words and copies together), names as in the netlist --
name,flops
u1.sinaddr,14
u1.u0.sin,8
-- critical path, stage by stage (launching register included) --
cell and delay, ns:
sky130_fd_sc_hd__dfxtp_1 0.64, sky130_fd_sc_hd__inv_1 0.24, sky130_fd_sc_hd__ha_1 0.69, sky130_fd_sc_hd__nand2b_1 0.20
sky130_fd_sc_hd__a311oi_1 0.29, sky130_fd_sc_hd__o311ai_0 0.19, sky130_fd_sc_hd__a21oi_1 0.24, sky130_fd_sc_hd__a211oi_2 0.06
-- power by group --
part	total [mW]	internal, mW	leakage [nW]	switching, mW
Clock	0.241	0.149	0.0357	0.0920
Combinational	0.000000666	0	0.666	0
Sequential	0.243	0.243	0.179	0
-- placed cells by master, fill, tap and decap left out, types with 4 or more instances in the layout --
cell type	n
sky130_fd_sc_hd__dfxtp_1	19
sky130_fd_sc_hd__nand2b_1	12
sky130_fd_sc_hd__nor2_1	14
sky130_fd_sc_hd__clkdlybuf4s50_1	8
sky130_fd_sc_hd__nor2b_1	17
sky130_fd_sc_hd__and2_1	5
sky130_fd_sc_hd__or3_1	5
sky130_fd_sc_hd__o221ai_1	5
sky130_fd_sc_hd__a221o_1	4
sky130_fd_sc_hd__a31oi_1	13
sky130_fd_sc_hd__buf_4	10
sky130_fd_sc_hd__xnor2_1	11
sky130_fd_sc_hd__ha_1	12
sky130_fd_sc_hd__a211oi_1	8
sky130_fd_sc_hd__or2_2	5
sky130_fd_sc_hd__nand2_1	28
sky130_fd_sc_hd__a21oi_1	33
sky130_fd_sc_hd__o21ai_0	28
sky130_fd_sc_hd__clkinv_1	4
sky130_fd_sc_hd__nor3_1	7
sky130_fd_sc_hd__nand3_1	8
sky130_fd_sc_hd__o22ai_1	4
sky130_fd_sc_hd__mux2i_1	5
sky130_fd_sc_hd__inv_1	7
sky130_fd_sc_hd__o311ai_0	7
sky130_fd_sc_hd__o211ai_1	6
-- cells by family after synthesis --
logic type      count (synthesis)  synth area share, %
fa+ha+maj                      12                 5.50
buf+inv                        51                 9.85
xor+xnor                       14                 4.49
mux                             8                 3.62
flops                          22                 16.1
simple gates                  119                 23.4
compound gates                145                 37.0
-- routing by layer --
layer  wire (µm)  up-vias
met5           0        -
met4         254        0
met3         827       26
met2        3650      152
met1        3840     1320
li1            -     1359
-- through the flow --
stage / area, µm² / util (%) / power, mW / cells / setup WS (ns)
2_1_floorplan: 2730 / - / 0.249 / 371 / 1.19
3_3_place_gp: 2750 / 53.1 / 0.249 / 419 / 1.09
3_5_place_dp: 2750 / 53.1 / 0.249 / 419 / 0.977
4_1_cts: 2820 / 54.5 / 0.491 / 423 / 0.962
5_1_grt: 2820 / 54.5 / 0.500 / 423 / 0.638
6_report: 2820 / 54.5 / 0.484 / 423 / 0.942
-- area by class of cell --
cell class / count / area (µm²) / share of cell area (%)
Inverter: 11 / 41.3 / 1.46
Clock buffer: 3 / 41.3 / 1.46
Clock inverter: 1 / 30.0 / 1.06
Timing Repair Buffer: 18 / 155 / 5.50
Sequential cell: 22 / 444 / 15.7
Multi-Input combinational cell: 298 / 2020 / 71.7
Tap cell: 70 / 87.6 / 3.11
No activity file was given, so power comes from the tool's default toggle rates.
